==> flow/design.v <==
`timescale 1ns / 1ps
module Linear_Upscaler (
    input  logic [11:0] p1_data,     
    input  logic [11:0] p2_data,     
    input  logic        x_is_odd,    
    output logic [11:0] upscaled_data
);
    logic [3:0] r1, g1, b1;
    logic [3:0] r2, g2, b2;
    assign {r1, g1, b1} = p1_data;
    assign {r2, g2, b2} = p2_data;
    always_comb begin
        if (x_is_odd) begin
            logic [3:0] r_out, g_out, b_out;
            r_out = ({1'b0, r1} + {1'b0, r2}) >> 1;
            g_out = ({1'b0, g1} + {1'b0, g2}) >> 1;
            b_out = ({1'b0, b1} + {1'b0, b2}) >> 1;
            upscaled_data = {r_out, g_out, b_out};
        end else begin
            upscaled_data = p1_data;
        end
    end
endmodule
`timescale 1ns / 1ps
module VGA_Output_Processor (
    input  logic       clk,            
    input  logic       reset,
    input  logic       vga_size_mode,  
    input  logic       display_en,
    input  logic [9:0] x_coor,
    input  logic [9:0] y_coor,
    input  logic [11:0] fb_rdata,      
    output logic       fb_oe,          
    output logic [16:0] fb_rAddr,      
    output logic [3:0] vgaRed,
    output logic [3:0] vgaGreen,
    output logic [3:0] vgaBlue
);
    logic [8:0] qvga_x;
    logic [7:0] qvga_y;
    assign qvga_x = x_coor[9:1];
    assign qvga_y = y_coor[9:1]; 
    assign fb_oe = display_en;
    assign fb_rAddr = (vga_size_mode) ? (qvga_y * 320 + qvga_x) :
                                        (y_coor < 240 ? y_coor * 320 + x_coor : 0);
    logic [11:0] p1_s1, p2_s1; 
    logic [9:0]  x_coor_s1;
    logic        display_en_s1;
    logic [11:0] upscaled_data_reg;
    wire [11:0] upscaler_out; 
    Linear_Upscaler U_UPSCALER (
        .p1_data(p2_s1),  
        .p2_data(p1_s1),  
        .x_is_odd(x_coor_s1[0]),
        .upscaled_data(upscaler_out)
    );
    always_ff @(posedge clk) begin
        if (reset) begin
            p1_s1 <= '0;
            p2_s1 <= '0;
            x_coor_s1 <= '0;
            display_en_s1 <= '0;
            upscaled_data_reg <= '0;
        end else begin
            p1_s1 <= fb_rdata;
            p2_s1 <= p1_s1;
            x_coor_s1 <= x_coor;
            display_en_s1 <= display_en;
            if (display_en_s1) begin
                upscaled_data_reg <= upscaler_out;
            end else begin
                upscaled_data_reg <= '0;
            end
        end
    end
    always_comb begin
        if (vga_size_mode) begin
            vgaRed   = upscaled_data_reg[11:8];
            vgaGreen = upscaled_data_reg[7:4];
            vgaBlue  = upscaled_data_reg[3:0];
        end else begin
            if (x_coor < 320 && y_coor < 240 && display_en_s1) begin
                vgaRed   = p2_s1[11:8];
                vgaGreen = p2_s1[7:4];
                vgaBlue  = p2_s1[3:0];
            end else begin
                vgaRed   = 4'h0;
                vgaGreen = 4'h0;
                vgaBlue  = 4'h0;
            end
        end
    end
endmodule
==> flow/run.sh <==
#!/bin/bash
# OpenROAD 26Q1-2900-gdf79404cd8, Yosys 0.63+post, stock flow scripts
make -C /OpenROAD-flow-scripts/flow DESIGN_CONFIG=/design/flow/config.mk WORK_HOME=/design/flow/orfs finish
==> flow/config.mk <==
export PLATFORM = sky130hd
export DESIGN_NAME = VGA_Output_Processor
export DESIGN_NICKNAME = VGA_Output_Processor
export VERILOG_FILES = /design/flow/design.v
export SDC_FILE = /design/flow/constraint.sdc
export NUM_CORES = 4
export LEC_CHECK = 1
export CORE_UTILIZATION = 30
==> flow/constraint.sdc <==
current_design VGA_Output_Processor

set clk_period 4.3
set clk_io_pct 0.2

create_clock -name clk0 -period $clk_period [get_ports {clk}]

set non_clock_inputs [all_inputs -no_clocks]
set_input_delay [expr $clk_period * $clk_io_pct] -clock clk0 $non_clock_inputs
set_output_delay [expr $clk_period * $clk_io_pct] -clock clk0 [all_outputs]
==> impl_metrics.ini <==
; physical design summary
[outcome]
status = completed

[power]
p_int_mw = 0.857
swShare_pct = 32.4
power_frac_seq_pct = 29.7
power.density_mw_per_mm2 = 254
finalPower_mw = 1.27
irDropWorstVdd_v = 0.000227
cellLeakagePower_nw = 2.09
netSwitchingPower_mw = 0.411
power_frac_clock_pct = 18.6
pwr-share-comb_pct = 51.7

[global_routing]
grt_max_degree = 28
grt.overflow.total = 0
antenna_found_initial = 0
grt_pass1_wl_um = 13400
grt_usage_pct = 16.4
grt_pass1_vias = 2833

[cts]
clk_path_buf_depth = 2
clkTransAtPathRegs_ns = 0.06
cts_num_sinks = 38
cts_tree = done
numCtsBuffers = 5
clk_latency_ns = 0.28
root_buffer = clkbuf_8
h-tree-depth = 2

[logic_synthesis]
yosys_warnings = 2
synthArstFlopShare_pct = 0
postSynthSeqShare_pct = 24.8
yosys_cells = 342
ys_area_sq_mm = 0.00307
ys_ff = 38
edf_count = 0
synth.avg_cell_area_sq_um = 8.98
syn_inst = 342
top_area_share_pct = 24.8
netlist_area_sq_mm = 0.00307
largest_area_cell = dfxtp_1
flop_cell = dfxtp_1
yosysUniqueCellTypes = 58
ys_top_cells_by_area = dfxtp_1 (25%), ha_1 (13%), a22o_1 (6.6%)
top_cells_by_count = dfxtp_1 (38), ha_1 (31), nor2b_1 (25), a22o_1 (23), nor2_1 (22)
synth.most_common_cell = dfxtp_1

[critical_path]
setup.worst_path.start_class = primary input
path_max_fanout = 4
critical_path_class = in2out
critical_path_required_ns = 3.44
worst_setup_path_end_kind = output pin
worstPathArrival_ns = 3.44
crit_start = y_coor[4]
worstReg2RegStart = p2_s1[5]$_SDFF_PP0_

[route]
wl_per_cell_um = 14.0
wl_um = 8610
vias = 3038
firstDrtPassIters = 5
drc = 0
drtIter0Drc = 36
postRouteAntennaNets = 0
via_per_inst = 4.94
antenna_cells = 0

[die]
die_w_um = 103
num_rows = 36
die-area_sq_mm = 0.0106
coreArea_sq_mm = 0.00986
fp.dieH_um = 103
ios = 66
fp_util_pct = 31.1

[final_layout]
final_layout_size_suffix_gt1_share_pct = 35.1
final_cells = 615
area_growth_pct = 62.4
design_area_sq_mm = 0.00499
post-route-util_pct = 50.5

[placement]
hpwl_um = 6260
port_buffers = 65
placed_area_sq_mm = 0.00437
dp_worst_setup_slack_ns = -0.778
gp_congestion = 0.908
dp.cells = 600

[sta]
skew_ns = 0.00379
whs_ns = 0.473
clock.fmax_ghz = 0.233
slew_headroom_pct = 51.8
setup_ws_ns = 0.00430
finalMaxSlewViolations = 0
post-route-period-util_pct = 99.9
period_minus_slack_ns = 4.30
setup_viol = 0
tightest_slew_ns = 0.722
fin_setup_tns_ns = 0
hold_viol = 0
rsz0062_at_grt = yes

[hold_path]
hold_path_class = reg2reg
hp-start = p1_s1[10]$_SDFF_PP0_

[job]
warnings = 27
cap_violations = 0
==> logic make-up (layout without fill, tap and decap cells) <==
family / count (synthesis) / after routing / share of synthesized area [%]
DFF: 38 / 38 / 24.8
xor gates and xnor gates: 26 / 26 / 7.42
and+or+nand+nor: 102 / 102 / 18.7
adders and majority gates: 38 / 38 / 17.2
AOI/OAI and AO/OA: 91 / 91 / 23.4
buffers and inverters: 39 / 179 / 5.83
muxes: 8 / 8 / 2.61
==> repair_timing <==
action	4_1_cts	5_1_grt
pin swaps	28	11
hold buffers	0	0
endpoints found under the setup margin	6	6
setup buffers	6	4
gates resized	92	17
==> layer usage <==
layer | share of wire [%] | up-vias | track usage (%)
li1 | - | 1526 | -
met1 | 50 | 1434 | 24.4
met2 | 46 | 67 | 27.3
met3 | 2.8 | 11 | 1.45
met4 | 1.4 | 0 | 1.63
met5 | 0 | - | 0
==> path summary, 6_finish.rpt <==
check | end | cells after the start | slack [ns]
worst max-delay path | fb_rAddr[12] | 12 | 0.004
worst min-delay path | p2_s1[10]$_SDFF_PP0_ | 1 | 0.47
worst max register to register | upscaled_data_reg[6]$_SDFF_PP0_ | 6 | 2.82
worst min register to register | p2_s1[10]$_SDFF_PP0_ | 1 | 0.47
==> worst max-delay path, cell delays in order <==
cell and delay [ns]:
buf_2 0.12, buf_4 0.15, ha_4 0.24, ha_4 0.30
nor2_2 0.07, buf_4 0.15, o21ba_2 0.25, or2_2 0.32
buf_4 0.15, xor2_1 0.15, a22o_1 0.20, clkdlybuf4s50_1 0.47
==> cell usage in the layout (no fill, tap or decap), types with 4 or more instances in the layout <==
cell             synthesis  layout
buf_4                    4      83
a22o_1                  23      23
clkbuf_8                 0       6
buf_6                    2       4
dfxtp_1                 38      38
xnor2_1                 17      14
nor2_1                  22      19
a21oi_1                 12      10
nor4_2                   1       4
a21o_1                  10      10
clkdlybuf4s15_2          0       4
nand2_1                 13      12
inv_1                   21      21
nor2b_1                 25      25
clkdlybuf4s50_1          0      50
a211oi_1                 9       6
xor2_1                   9       8
mux2i_1                  8       8
ha_4                     0      14
nor3_1                   6       5
fa_1                     7       4
dlygate4sd2_1            0       4
ha_1                    31      16
o21ai_0                  9       9
==> power by group through the flow <==
stage / clock (mW) / combinational [mW] / sequential, mW
4_1_cts: 0.240 / 0.614 / 0.377
5_1_grt: 0.253 / 0.710 / 0.379
6_report: 0.235 / 0.656 / 0.377
==> area by class of cell <==
| class | instances | area, sq um |
|---|---|---|
| Sequential cell | 38 | 761 |
| Timing Repair Buffer | 152 | 1310 |
| Fill cell | 823 | 4880 |
| Multi-Input combinational cell | 265 | 2580 |
| Clock buffer | 6 | 82.6 |
| Inverter | 21 | 78.8 |
| Tap cell | 133 | 166 |
Power is estimated from default activity; no workload was simulated.
