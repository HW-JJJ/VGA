===== flow/design.v =====
module Bilinear_Upscaler (
    input  logic [11:0] p_tl,       
    input  logic [11:0] p_tr,       
    input  logic [11:0] p_bl,       
    input  logic [11:0] p_br,       
    input  logic        x_is_odd,   
    input  logic        y_is_odd,   
    output logic [11:0] upscaled_data
);
    logic [3:0] r_tl, g_tl, b_tl;
    logic [3:0] r_tr, g_tr, b_tr;
    logic [3:0] r_bl, g_bl, b_bl;
    logic [3:0] r_br, g_br, b_br;
    assign {r_tl, g_tl, b_tl} = p_tl;
    assign {r_tr, g_tr, b_tr} = p_tr;
    assign {r_bl, g_bl, b_bl} = p_bl;
    assign {r_br, g_br, b_br} = p_br;
    logic [3:0] r_out, g_out, b_out;
    logic [11:0] top_interpolated, bottom_interpolated;
    assign top_interpolated[11:8] = ({1'b0, r_tl} + {1'b0, r_tr}) >> 1;
    assign top_interpolated[ 7:4] = ({1'b0, g_tl} + {1'b0, g_tr}) >> 1;
    assign top_interpolated[ 3:0] = ({1'b0, b_tl} + {1'b0, b_tr}) >> 1;
    assign bottom_interpolated[11:8] = ({1'b0, r_bl} + {1'b0, r_br}) >> 1;
    assign bottom_interpolated[ 7:4] = ({1'b0, g_bl} + {1'b0, g_br}) >> 1;
    assign bottom_interpolated[ 3:0] = ({1'b0, b_bl} + {1'b0, b_br}) >> 1;
    always_comb begin
        case ({y_is_odd, x_is_odd})
            2'b00: begin
                upscaled_data = p_tl;
            end
            2'b01: begin
                upscaled_data = top_interpolated;
            end
            2'b10: begin
                r_out = ({1'b0, r_tl} + {1'b0, r_bl}) >> 1;
                g_out = ({1'b0, g_tl} + {1'b0, g_bl}) >> 1;
                b_out = ({1'b0, b_tl} + {1'b0, b_bl}) >> 1;
                upscaled_data = {r_out, g_out, b_out};
            end
            2'b11: begin
                r_out = ({1'b0, top_interpolated[11:8]} + {1'b0, bottom_interpolated[11:8]}) >> 1;
                g_out = ({1'b0, top_interpolated[ 7:4]} + {1'b0, bottom_interpolated[ 7:4]}) >> 1;
                b_out = ({1'b0, top_interpolated[ 3:0]} + {1'b0, bottom_interpolated[ 3:0]}) >> 1;
                upscaled_data = {r_out, g_out, b_out};
            end
            default: upscaled_data = 12'h000;
        endcase
    end
endmodule

===== flow/run.sh =====
#!/bin/bash
# OpenROAD 26Q1-2900-gdf79404cd8, Yosys 0.63+post, stock flow scripts
make -C /OpenROAD-flow-scripts/flow DESIGN_CONFIG=/design/flow/config.mk WORK_HOME=/design/flow/orfs finish

===== flow/config.mk =====
export PLATFORM = sky130hd
export DESIGN_NAME = Bilinear_Upscaler
export DESIGN_NICKNAME = Bilinear_Upscaler
export VERILOG_FILES = /design/flow/design.v
export SDC_FILE = /design/flow/constraint.sdc
export NUM_CORES = 4
export LEC_CHECK = 1
export CORE_UTILIZATION = 30
export SYNTH_HDL_FRONTEND = slang

===== flow/constraint.sdc =====
current_design Bilinear_Upscaler

set clk_period 3.8
set clk_io_pct 0.2

create_clock -name clk0 -period $clk_period

set non_clock_inputs [all_inputs -no_clocks]
set_input_delay [expr $clk_period * $clk_io_pct] -clock clk0 $non_clock_inputs
set_output_delay [expr $clk_period * $clk_io_pct] -clock clk0 [all_outputs]

==> flow_summary_export.csv <==
group,metric,value,unit
drt,wl_per_cell,11.5,microns
power_and_ir_drop,pwr-share-comb,100.0,%
power_and_ir_drop,powerDensity,197,nW/um^2
critical_path,arrival,2.98,ns
yosys,ys_sh_mux,12.5,%
timing,finalCriticalPeriod,3.74,ns
layout,area_delta_synth_final,75.4,%
yosys,post-synth-top-count-cell,"ha_1",
yosys,yosysCellCount,168,
critical_path,critPathMaxStageDelay,0.47,ns
timing,fin_tns_setup,0,ns
drt,antenna_left,0,
critical_path,required,3.04,ns
layout,comb_area,1900,sq um
grt,grt_use_total,14.5,%
floorplan,dieWidth,76.1,microns
critical_path,cp-start-kind,"input pin",
floorplan,core_area,5200,sq um
drt,drtPass1Iterations,4,
placement,place_area,2680,sq um
drt,wirelength,3960,microns
drt,wl_met1,1960,microns
layout,n_fill_cell,476,
drt,route.met3.wl,134,microns
power_and_ir_drop,power.internal,343,uW
yosys,ys_sh_simple,6.62,%
drt,top_layer_used,"met3",
placement,io_buffers,62,
yosys,synth_cells,168,
floorplan,io_pins,62,
timing,final-max-slew-violation-count,0,
yosys,synth-xor-area-share,12.8,%
drt,drc,0,
yosys,netlist_area,1650,sq um
yosys,synth_cell_types,24,
placement,place_congestion,0.813,
timing,fin_crit_sh,98.5,%
yosys,aoi_share,23.0,%
layout,clockBufferCount,0,
yosys,ys_sh_adder,42.0,%
timing,finalHoldViolCount,0,
drt,vias,1621,
floorplan,fp_util,31.6,%
power_and_ir_drop,peakVddDrop,0.0941,mV
power_and_ir_drop,clockPowerShare,0,%
critical_path,timing.critical_path.to_type,"output pin",
timing,setup_viol,0,
yosys,largest_area_cell,"ha_1",
layout,final_util,55.5,%
layout,final_layout_size_suffix_gt1_share,46.9,%
yosys,top_area_share,27.4,%
drt,wl_met2,1860,microns
yosys,yosysSeqAreaShare,0,%
run,maxCapViolations,0,
grt,antenna_found_initial,0,
yosys,ys_top_logic_family,"adder cells",
worst_hold_path,hold_path_class,"input pin to output pin",
layout,numSequentialCells,0,
timing,worst_pin_slew,0.374,ns
run,warnings,32,
yosys,ys_warn_count,0,
clock_tree,cts-hold-fix-buffers,0,
drt,drt-initial-drc-count,28,
yosys,ys_chip_area,1650,sq um
yosys,ys_top_cells_by_area,"ha_1, fa_1, mux4_2, a21o_1, xnor2_1",
power_and_ir_drop,leakage,0.00140,uW
critical_path,slowest_stage,"mux4_2",
floorplan,die_area,5780,sq um
placement,dp_hpwl,3310,microns
critical_path,crit_chain,"dlygate4sd2_1 > and2_4 > fa_2 > xor2_2 > buf_4 > ha_1 > nand2_1 > o21ai_1 > xor2_1 > mux4_2 > buf_2",
critical_path,worstPathMaxFanout,2,
critical_path,critical_path_class,"input pin to output pin",
grt,grt_max_degree,22,
power_and_ir_drop,pwr-share-seq,0,%
layout,design_area,2890,sq um
drt,via_per_inst,4.73,
floorplan,rows,26,
yosys,synth_area_per_cell,9.79,sq um
yosys,common_cells,"ha_1, a21o_1, a21oi_1",
grt,grt_pass1_wl,6890,microns
grt,grt_pass1_vias,1602,
grt,grt.overflow.total,0,
outcome,status,"finished clean",
power_and_ir_drop,p_sw,226,uW
floorplan,die_h,76.1,microns
timing,holdWs,2.07,ns
timing,fmax,0.267,GHz
power_and_ir_drop,p_sw_share,39.7,%
drt,num_antenna_cells,0,
layout,register_area,0,sq um
timing,slew_headroom,75.0,%
-- area by class of cell --
type / instances / area share (%)
Tap cell: 70 / 3.03
Inverter: 9 / 1.17
Multi-Input combinational cell: 155 / 65.8
Timing Repair Buffer: 109 / 30.0
-- logic make-up after synthesis --
family                     Yosys count
AOI/OAI and AO/OA                   55
adders and majority gates           48
xor gates and xnor gates            24
and+or+nand+nor                     19
buffers and inverters               13
muxes                                9
-- power by group through the flow --
stage                 Combinational, uW  Sequential [uW]  Clock, uW
after CTS                           553                0          0
after global routing                631                0          0
final                               568                0          0
-- worst paths after layout --
kind,startpoint,to,depth (start not counted)
setup / recovery,p_tl[4],upscaled_data[6],11
hold / removal,p_tl[1],upscaled_data[1],4
-- metal layers --
metal / track usage, % / vias to the layer above
met5: 0 / -
met4: 0 / 0
met3: 0.243 / 0
met2: 24.3 / 36
met1: 23.1 / 745
li1: - / 840
-- critical path, delay by kind of cell --
kind / cells / cell delay (ns)
adders and majority gates: 2 / 0.65
buffers and inverters: 3 / 0.51
muxes: 1 / 0.47
xor gates and xnor gates: 2 / 0.31
and+or+nand+nor: 2 / 0.22
AOI/OAI and AO/OA: 1 / 0.06
-- placed cells by master, fill, tap and decap left out --
master            n
o21ai_0           1
nor2_1            3
clkbuf_2         15
a31o_1            9
nor2b_1           1
and2_2            1
ha_4             12
a21oi_1           6
buf_4            46
fa_2              9
clkdlybuf4s15_1   4
a21oi_2          12
and2_1            4
mux4_2            9
nand2b_1          1
o21ai_1           2
nor2b_2           1
fa_1              3
ha_1             24
a21oi_4           1
a31oi_1           1
and2_4            5
buf_6             1
nand2b_4          1
a211oi_1          6
xor2_2            5
nand2_1           2
a21o_1           17
xor2_1            6
xnor2_1           9
clkdlybuf4s50_1  15
dlymetal6s2s_1    6
xnor2_2           4
buf_2             6
dlygate4sd2_1    16
inv_1             9
-- repair_timing --
| action | CTS | global route |
|---|---|---|
| pin swaps | 55 | 46 |
| gates resized | 97 | 48 |
| endpoints found under the setup margin | 12 | 12 |
| buffers inserted | 0 | 1 |
-- stage by stage --
step / std cells / total power (uW) / setup slack [ns]
detailed placement: 342 / 531 / -0.596
global route: 343 / 631 / -0.0169
CTS: 342 / 553 / 0.00699
finish: 343 / 568 / 0.0569
global placement: 342 / 529 / -0.586
floorplan: 168 / 282 / 0.302
Power and IR drop assume default switching activity.
